==> design/flow/constraint.sdc <==
current_design xif_copro_decoder

set clk_period 2.9
set clk_io_pct 0.2

create_clock -name clk0 -period $clk_period

set non_clock_inputs [all_inputs -no_clocks]
set_input_delay [expr $clk_period * $clk_io_pct] -clock clk0 $non_clock_inputs
set_output_delay [expr $clk_period * $clk_io_pct] -clock clk0 [all_outputs]
==> design/flow/design.v <==
package xif_copro_instr_pkg;
  localparam logic [31:0] BITREV = 32'b 00000_10_?????_?????_111_?????_0101011;
  localparam logic [31:0] ROTRIGHT = 32'b 00000_11_?????_?????_111_?????_0101011;
  localparam logic [31:0] ROTLEFT = 32'b 00001_00_?????_?????_111_?????_0101011;
endpackage   
package xif_copro_pkg;
  localparam int X_NUM_RS = 2;   
  localparam int X_ID_WIDTH = 4;   
  localparam int X_MEM_WIDTH = 32;   
  localparam int X_RFR_WIDTH = 32;   
  localparam int X_RFW_WIDTH = 32;   
  localparam logic [31:0] X_MISA = '0;   
  localparam logic [1:0] X_ECS_XS = '0;   
  localparam int X_DUALREAD = 0;   
  localparam int X_DUALWRITE = 0;   
  localparam int XLEN = 32;
  typedef enum logic [1:0] {
    None,   
    RegA,   
    RegB,   
    CPU     
  } op_select_e;
  localparam int unsigned NUM_COPRO_OPERATIONS = 4;
  localparam int unsigned COPRO_OPERATION_BITS = $clog2(NUM_COPRO_OPERATIONS);
  typedef enum logic [COPRO_OPERATION_BITS-1:0] {
    NONE,    
    BITREV,   
    ROTRIGHT,   
    ROTLEFT  
  } copro_op_e;
  typedef struct packed {logic [31:0] instr;} prd_req_t;
  typedef struct packed {
    logic                accept;
    logic                loadstore;
    logic                writeback;
    logic [X_NUM_RS-1:0] use_gprs;
  } prd_rsp_t;
  typedef struct packed {
    copro_op_e copro_op;   
    op_select_e [X_NUM_RS-1:0] op_select;   
    logic rd_is_copro;   
    logic use_copro;   
    logic is_store;   
    logic is_load;   
  } decoder_t;
  typedef struct packed {
    logic [X_NUM_RS-1:0][X_RFR_WIDTH-1:0] rs;
    logic [31:0]                          instr;
    logic [X_ID_WIDTH-1:0]                id;
    logic [1:0]                           mode;
  } offloaded_data_t;
  typedef struct packed {
    logic [X_ID_WIDTH-1:0] id;
    logic [4:0]            rd;
    logic                  we;
    logic                  exc;
    logic [5:0]            exccode;
    logic                  dbg;
  } mem_metadata_t;
  typedef struct packed {
    logic [X_ID_WIDTH-1:0] id;
    logic [4:0]            addr;   
    logic                  rd_is_copro;
  } copro_tag_t;
  typedef struct packed {
    logic [ X_ID_WIDTH-1:0] id;       
    logic [X_RFW_WIDTH-1:0] data;     
    logic [            4:0] rd;       
    logic [X_RFW_WIDTH/XLEN-1:0] we;  
    logic [5:0]             ecsdata;  
    logic [2:0]             ecswe;    
    logic                   exc;      
    logic [5:0]             exccode;  
    logic                   err;      
    logic                   dbg;      
  } x_result_t;
endpackage   
module xif_copro_decoder (
  input  logic [31:0]             instr_i,
  output xif_copro_pkg::decoder_t decoder_o
);
  always_comb begin
    decoder_o.copro_op = xif_copro_pkg::NONE;
    decoder_o.use_copro = 1'b1;
    decoder_o.op_select[0] = xif_copro_pkg::None;
    decoder_o.op_select[1] = xif_copro_pkg::None;
    decoder_o.is_store = 1'b0;
    decoder_o.is_load  = 1'b0;
    decoder_o.rd_is_copro = 1'b0;
    unique casez (instr_i)
      xif_copro_instr_pkg::BITREV: begin
        decoder_o.copro_op = xif_copro_pkg::BITREV;
        decoder_o.op_select[0] = xif_copro_pkg::CPU;
      end
      xif_copro_instr_pkg::ROTRIGHT: begin
        decoder_o.copro_op = xif_copro_pkg::ROTRIGHT;
        decoder_o.op_select[0] = xif_copro_pkg::CPU;
        decoder_o.op_select[1] = xif_copro_pkg::CPU;
      end
      xif_copro_instr_pkg::ROTLEFT: begin
        decoder_o.copro_op = xif_copro_pkg::ROTLEFT;
        decoder_o.op_select[0] = xif_copro_pkg::CPU;
        decoder_o.op_select[1] = xif_copro_pkg::CPU;
      end
      default: begin
        decoder_o.use_copro = 1'b0;
      end
    endcase
  end
endmodule   
==> design/flow/run.sh <==
#!/bin/bash
# OpenROAD 26Q1-2900-gdf79404cd8, Yosys 0.63+post, stock flow scripts
make -C /OpenROAD-flow-scripts/flow DESIGN_CONFIG=/design/flow/config.mk WORK_HOME=/design/flow/orfs finish
==> design/flow/config.mk <==
export PLATFORM = sky130hd
export DESIGN_NAME = xif_copro_decoder
export DESIGN_NICKNAME = xif_copro_decoder
export VERILOG_FILES = /design/flow/design.v
export SDC_FILE = /design/flow/constraint.sdc
export NUM_CORES = 4
export LEC_CHECK = 1
export CORE_AREA = 10 10 70 70
export DIE_AREA = 0 0 80 80
==> ci_impl_report.md <==
## PnR job results

| Metric | Value |
|---|---|
| Cell type with the largest total area | `buf_4` |
| Residual DRC | `0` |
| DR pass1 iterations | `2` |
| Tcrit/Tclk final | `96.3%` |
| Die Width | `80 um` |
| Tool warnings | `48` |
| Setup CP Type | `input port to primary output` |
| Chip area | `0.00640 mm^2` |
| Max-slew violations | `0` |
| Min setup slack post-route | `0.107 ns` |
| Cells after DPL | `88` |
| FP Util | `4.65%` |
| Initial antenna violation count | `0` |
| PD cells | `70.3 mW/mm^2` |
| Post-route cell area | `454 um^2` |
| CTS Hold Bufs | `0` |
| Non-Filler Instances | `89` |
| Ports | `42` |
| Antenna diodes | `0` |
| Gpl congestion | `0.794` |
| Synth area leaders | `buf_4 (33%), and4bb_2 (16%), nor4b_2 (9.4%), a21oi_1 (6.3%), nor3_2 (6.3%)` |
| Via count | `208` |
| Worst min path class | `input port to primary output` |
| Number of DRC markers in iteration 0 | `1` |
| Gate Area | `126 um^2` |
| Dpl ws | `-0.00768 ns` |
| DR WL/cell | `8.26 um` |
| Core box area | `0.00342 mm^2` |
| Cell Type Count | `12` |
| Setup crit end kind | `primary output` |
| Port Buffer Count | `24` |
| Critical path's largest stage delay | `0.51 ns` |
| Syn. warnings | `4` |
| Global Route Usage Sum | `1.99%` |
| Fill count | `387` |
| Crit-path max FO | `3` |
| Share of cells above drive strength 1 | `18.6%` |
| Synth Area per Inst | `7.57 um^2` |
| Die extent in y | `80 um` |
| Status | `finished, final reports clean` |
| Setup_tns | `0 ns` |
| Cell chain of the critical path | `clkdlybuf4s50_1, nor4b_4, nand4b_1, a21oi_1, clkdlybuf4s50_1` |
| Flops | `0` |
| # Max-Cap Violations | `0` |
| Synth Seq Share | `0%` |
| Crit start category | `input port` |
| Buf+Inv Stages, Crit Path | `2` |
| Global-route wire length before repair | `1.08 mm` |
| Gate Count Post-Synth | `21` |
| Largest net degree at the start of global routing | `5` |
| # Cells Yosys | `21` |
| Final setup vio count | `0` |
| Dpl cell area | `427 um^2` |
| CP max-delay cell | `clkdlybuf4s50_1` |
| WP data required | `2.32 ns` |
| Post-synthesis chip area from yosys | `159 um^2` |
| Final Routed Wirelength | `735 um` |
| Synth top area share | `33.1%` |
| Core Util, Final | `13.3%` |
| Vias per std cell | `2.34` |
| Clock buffers | `0` |
| FF+latch area | `0 um^2` |
| Vias in the first global route | `222` |
| Hold slack | `1.85 ns` |
| Leakage | `0.180 nW` |
| Cell Rows | `21` |
| CP most frequent cell | `clkdlybuf4s50_1` |
| CP Data Arrival Time | `2.21 ns` |
| Total gr overflow | `0` |
| Cell Area, Synth | `159 um^2` |
| Worst VDD drop | `0.00959 mV` |
| Cell family with most CP delay | `buffers and inverters` |
| Synth-to-Final Area Change | `186%` |
| Power, Total | `0.0319 mW` |
| Antenna Nets Post-Route | `0` |
| Crit path time final | `2.79 ns` |
| Achievable frequency | `358 MHz` |
| Final hold vios | `0` |
[final timing paths]
| check | from | endpoint | slack (ns) | cells after the start |
|---|---|---|---|---|
| worst max-delay path | instr_i[2] | decoder_o[2] | 0.11 | 5 |
| worst min-delay path | instr_i[25] | decoder_o[8] | 1.85 | 3 |
[worst min-delay path: stages]
cell and delay, ns:
clkdlybuf4s50_1 0.51, nor3_2 0.06, dlymetal6s2s_1 0.12
[cells in the mapped netlist]
library cell / number
nor2_1: 1
nand3b_1: 1
a21oi_1: 2
and4bb_2: 2
nand2b_1: 1
buf_4: 7
xnor2_1: 1
nand2_1: 2
conb_1: 1
nor4b_2: 1
nand4b_1: 1
nor3_2: 1
[layout by cell type (no fill, tap or decap)]
master,n
clkdlybuf4s50_1,21
nor4b_4,1
nand2b_1,1
a21oi_2,1
nor3_2,1
xnor2_1,1
buf_4,3
conb_1,3
nand3b_1,1
dlymetal6s2s_1,3
a21oi_1,1
nand4b_1,1
nor2_1,1
and4bb_2,2
nand2_1,2
[per-layer routing]
metal / vias to the layer above / track usage (%) / routed length, um
li1: 109 / - / -
met1: 82 / 2.44 / 321
met2: 17 / 3.37 / 285
met3: 0 / 0.795 / 128
met4: 0 / 0 / 0
met5: - / 0 / 0
[layout make-up]
type               instances  share of cell area (%)
well taps                 46                    12.7
multi-input cells         16                    27.8
repair buffers            27                    59.5
[power by group]
group | leakage [nW] | internal (mW) | switching [mW]
registers | 0 | 0 | 0
logic | 0.180 | 0.0240 | 0.00793
clock network | 0 | 0 | 0
[timing repair]
item | 4_1_cts | 5_1_grt
pin swaps | 0 | 2
setup endpoints to repair | 3 | 7
setup buffers | 0 | 1
gates resized | 0 | 5
[kinds of logic after synthesis]
family | count (synthesis) | share of synthesized area, %
buffers and inverters | 7 | 33.1
AOI/OAI and AO/OA | 2 | 6.30
and+or+nand+nor | 10 | 52.8
other | 1 | 2.36
xor gates and xnor gates | 1 | 5.51
Power is estimated from default activity; no workload was simulated.
