**config.mk**
```make
export PLATFORM = sky130hd
export DESIGN_NAME = xif_copro_controller
export DESIGN_NICKNAME = xif_copro_controller
export VERILOG_FILES = /design/flow/design.v
export SDC_FILE = /design/flow/constraint.sdc
export NUM_CORES = 4
export LEC_CHECK = 1
export CORE_UTILIZATION = 50
```
**constraint.sdc**
```tcl
current_design xif_copro_controller

set clk_period 8.5
set clk_io_pct 0.2

create_clock -name clk0 -period $clk_period [get_ports {clk_i}]

set non_clock_inputs [all_inputs -no_clocks]
set_input_delay [expr $clk_period * $clk_io_pct] -clock clk0 $non_clock_inputs
set_output_delay [expr $clk_period * $clk_io_pct] -clock clk0 [all_outputs]
```
**design.v**
```verilog
package xif_copro_instr_pkg;
  localparam logic [31:0] BITREV = 32'b 00000_10_?????_?????_111_?????_0101011;
  localparam logic [31:0] ROTRIGHT = 32'b 00000_11_?????_?????_111_?????_0101011;
  localparam logic [31:0] ROTLEFT = 32'b 00001_00_?????_?????_111_?????_0101011;
endpackage   
package xif_copro_pkg;
  localparam int X_NUM_RS = 2;   
  localparam int X_ID_WIDTH = 4;   
  localparam int X_MEM_WIDTH = 32;   
  localparam int X_RFR_WIDTH = 32;   
  localparam int X_RFW_WIDTH = 32;   
  localparam logic [31:0] X_MISA = '0;   
  localparam logic [1:0] X_ECS_XS = '0;   
  localparam int X_DUALREAD = 0;   
  localparam int X_DUALWRITE = 0;   
  localparam int XLEN = 32;
  typedef enum logic [1:0] {
    None,   
    RegA,   
    RegB,   
    CPU     
  } op_select_e;
  localparam int unsigned NUM_COPRO_OPERATIONS = 4;
  localparam int unsigned COPRO_OPERATION_BITS = $clog2(NUM_COPRO_OPERATIONS);
  typedef enum logic [COPRO_OPERATION_BITS-1:0] {
    NONE,    
    BITREV,   
    ROTRIGHT,   
    ROTLEFT  
  } copro_op_e;
  typedef struct packed {logic [31:0] instr;} prd_req_t;
  typedef struct packed {
    logic                accept;
    logic                loadstore;
    logic                writeback;
    logic [X_NUM_RS-1:0] use_gprs;
  } prd_rsp_t;
  typedef struct packed {
    copro_op_e copro_op;   
    op_select_e [X_NUM_RS-1:0] op_select;   
    logic rd_is_copro;   
    logic use_copro;   
    logic is_store;   
    logic is_load;   
  } decoder_t;
  typedef struct packed {
    logic [X_NUM_RS-1:0][X_RFR_WIDTH-1:0] rs;
    logic [31:0]                          instr;
    logic [X_ID_WIDTH-1:0]                id;
    logic [1:0]                           mode;
  } offloaded_data_t;
  typedef struct packed {
    logic [X_ID_WIDTH-1:0] id;
    logic [4:0]            rd;
    logic                  we;
    logic                  exc;
    logic [5:0]            exccode;
    logic                  dbg;
  } mem_metadata_t;
  typedef struct packed {
    logic [X_ID_WIDTH-1:0] id;
    logic [4:0]            addr;   
    logic                  rd_is_copro;
  } copro_tag_t;
  typedef struct packed {
    logic [ X_ID_WIDTH-1:0] id;       
    logic [X_RFW_WIDTH-1:0] data;     
    logic [            4:0] rd;       
    logic [X_RFW_WIDTH/XLEN-1:0] we;  
    logic [5:0]             ecsdata;  
    logic [2:0]             ecswe;    
    logic                   exc;      
    logic [5:0]             exccode;  
    logic                   err;      
    logic                   dbg;      
  } x_result_t;
endpackage   
module xif_copro_controller #(
  parameter bit FORWARDING = 1
) (
  input  logic clk_i,
  input  logic rst_ni,
  input  logic [xif_copro_pkg::X_NUM_RS-1:0] prd_rsp_use_gprs_i,
  input  logic [xif_copro_pkg::X_NUM_RS-1:0] xif_issue_req_rs_valid_i,
  output logic                               xif_issue_ready_o,
  if_xif.coproc_commit xif_commit_if,
  input  logic in_buf_push_ready_i,
  input  logic in_buf_pop_valid_i,
  output logic in_buf_pop_ready_o,
  input  logic       rd_is_copro_i,
  input  logic [4:0] ex_out_addr_i,
  input  logic [4:0] copreg_wb_addr_i,
  input  logic [4:0] rd_i,
  output logic       copreg_we_o,
  input  logic       rd_in_is_copro_i,
  input  logic [4:0] rs1_i,
  input  logic [4:0] rs2_i,
  output logic                      [xif_copro_pkg::X_NUM_RS-1:0] ex_fwd_o,
  output logic                      [xif_copro_pkg::X_NUM_RS-1:0] lsu_fwd_o,
  input  xif_copro_pkg::op_select_e [xif_copro_pkg::X_NUM_RS-1:0] op_select_i,
  input  logic is_load_i,
  input  logic is_store_i,
  output logic xif_mem_valid_o,
  input  logic xif_mem_ready_i,
  output logic xif_mem_req_we_o,
  input  logic [xif_copro_pkg::X_ID_WIDTH-1:0] xif_mem_req_id_i,
  output logic mem_push_valid_o,
  input  logic mem_push_ready_i,
  output logic mem_pop_ready_o,
  input  xif_copro_pkg::mem_metadata_t mem_pop_data_i,
  input  logic xif_mem_result_valid_i,
  input  logic                                 use_copro_i,
  output logic                                 ex_in_valid_o,
  input  logic                                 ex_in_ready_i,
  input  logic [xif_copro_pkg::X_ID_WIDTH-1:0] ex_in_id_i,
  input  logic                                 ex_out_valid_i,
  output logic                                 ex_out_ready_o,
  output logic                                 xif_result_valid_o,
  input  logic [xif_copro_pkg::X_ID_WIDTH-1:0] xif_result_id_i,
  output logic                                 result_push_valid_o,
  input  logic                                 result_pop_valid_i
);
  logic [xif_copro_pkg::X_NUM_RS-1:0] valid_operands;
  logic dep_rs1;
  logic dep_rs2;
  logic dep_rs;
  logic dep_rd;
  logic ex_in_hs;
  logic ex_out_hs;
  logic x_mem_req_hs;
  logic instr_inflight;
  logic [31:0] rd_scoreboard_d;
  logic [31:0] rd_scoreboard_q;
  logic [2**xif_copro_pkg::X_ID_WIDTH-1:0] commit_scoreboard_d;
  logic [2**xif_copro_pkg::X_ID_WIDTH-1:0] commit_scoreboard_q;
  assign xif_issue_ready_o = ((prd_rsp_use_gprs_i[0] & xif_issue_req_rs_valid_i[0])
                              | !prd_rsp_use_gprs_i[0])
                           & ((prd_rsp_use_gprs_i[1] & xif_issue_req_rs_valid_i[1])
                              | !prd_rsp_use_gprs_i[1])
                           & in_buf_push_ready_i;
  always_comb begin
    in_buf_pop_ready_o = 1'b0;
    if (ex_in_hs | x_mem_req_hs) begin
      in_buf_pop_ready_o = 1'b1;
    end
  end
  always_comb begin
    copreg_we_o = 1'b0;
    if ((ex_out_hs & rd_is_copro_i) | (mem_pop_data_i.we & xif_mem_result_valid_i)) begin
      copreg_we_o = 1'b1;
    end
  end
  assign dep_rs1 = rd_scoreboard_q[rs1_i] & in_buf_pop_valid_i
                 & (op_select_i[0] == xif_copro_pkg::RegA);
  assign dep_rs2 = rd_scoreboard_q[rs2_i] & in_buf_pop_valid_i
                 & (op_select_i[1] == xif_copro_pkg::RegB);
  assign dep_rs  = (dep_rs1   & ~(ex_fwd_o[0] | lsu_fwd_o[0]))
                 | (dep_rs2   & ~(ex_fwd_o[1] | lsu_fwd_o[1]));
  assign dep_rd  = rd_scoreboard_q[rd_i] & rd_in_is_copro_i
                 & ~((ex_out_hs | xif_mem_result_valid_i)
                 & copreg_we_o & (copreg_wb_addr_i == rd_i));
  always_comb begin
    ex_fwd_o[0] = 1'b0;
    ex_fwd_o[1] = 1'b0;
    lsu_fwd_o[0] = 1'b0;
    lsu_fwd_o[1] = 1'b0;
    if (FORWARDING) begin
      valid_operands[0] = op_select_i[0] == xif_copro_pkg::RegA;
      valid_operands[1] = op_select_i[1] == xif_copro_pkg::RegB;
      ex_fwd_o[0] = valid_operands[0] & ex_out_hs & rd_is_copro_i & rs1_i == ex_out_addr_i;
      ex_fwd_o[1] = valid_operands[1] & ex_out_hs & rd_is_copro_i & rs2_i == ex_out_addr_i;
      lsu_fwd_o[0] = valid_operands[0] & xif_mem_result_valid_i & mem_pop_data_i.we
                   & rs1_i == mem_pop_data_i.rd;
      lsu_fwd_o[1] = valid_operands[1] & xif_mem_result_valid_i & mem_pop_data_i.we
                   & rs2_i == mem_pop_data_i.rd;
    end
  end
  assign x_mem_req_hs = xif_mem_valid_o & xif_mem_ready_i;
  assign mem_push_valid_o = x_mem_req_hs;
  assign mem_pop_ready_o = xif_mem_result_valid_i;
  always_comb begin
    xif_mem_valid_o = 1'b0;
    if ((is_load_i | is_store_i) & ~dep_rs & ~dep_rd & in_buf_pop_valid_i & mem_push_ready_i
        & (commit_scoreboard_q[xif_mem_req_id_i] | commit_scoreboard_d[xif_mem_req_id_i])) begin
      xif_mem_valid_o = 1'b1;
    end
  end
  assign xif_mem_req_we_o = is_store_i;
  always_ff @(posedge clk_i, negedge rst_ni) begin
    if (~rst_ni) begin
      instr_inflight <= 1'b0;
    end else if (ex_in_hs) begin
      instr_inflight <= 1'b1;
    end else if (ex_out_hs) begin
      instr_inflight <= 1'b0;
    end
  end
  assign ex_in_hs = ex_in_valid_o & ex_in_ready_i;
  assign ex_out_hs = ex_out_valid_i & ex_out_ready_o;
  assign ex_out_ready_o = ~xif_mem_result_valid_i;
  assign ex_in_valid_o = use_copro_i & in_buf_pop_valid_i
                          & (commit_scoreboard_q[ex_in_id_i] | commit_scoreboard_d[ex_in_id_i])
                          & ~dep_rs & ~dep_rd
                          & (ex_out_valid_i | ~instr_inflight);
  assign xif_result_valid_o = ex_out_valid_i | xif_mem_result_valid_i | result_pop_valid_i;
  assign result_push_valid_o = ex_out_hs | xif_mem_result_valid_i;
  always_comb begin
    rd_scoreboard_d = rd_scoreboard_q;
    if ((ex_in_hs & rd_in_is_copro_i) | (x_mem_req_hs & is_load_i & in_buf_pop_valid_i)) begin
      rd_scoreboard_d[rd_i] = 1'b1;
    end
    if (ex_out_hs & ~(ex_in_hs & copreg_wb_addr_i == rd_i)) begin
      rd_scoreboard_d[copreg_wb_addr_i] = 1'b0;
    end else if (xif_mem_result_valid_i & mem_pop_data_i.we & ~(ex_in_hs & rd_in_is_copro_i
                & (mem_pop_data_i.rd == rd_i))) begin
      rd_scoreboard_d[mem_pop_data_i.rd] = 1'b0;
    end
  end
  always_comb begin
    commit_scoreboard_d = commit_scoreboard_q;
    if (xif_commit_if.commit_valid & ~xif_commit_if.commit.commit_kill) begin
      commit_scoreboard_d[xif_commit_if.commit.id] = 1'b1;
    end
    if (xif_result_valid_o) begin
      commit_scoreboard_d[xif_result_id_i] = 1'b0;
    end
  end
  always_ff @(posedge clk_i, negedge rst_ni) begin : scoreboard_reg
    if (~rst_ni) begin
      rd_scoreboard_q     <= '0;
      commit_scoreboard_q <= '0;
    end else begin
      rd_scoreboard_q     <= rd_scoreboard_d;
      commit_scoreboard_q <= commit_scoreboard_d;
    end
  end
endmodule   
```
**run.sh**
```bash
#!/bin/bash
# OpenROAD 26Q1-2900-gdf79404cd8, Yosys 0.63+post, stock flow scripts
make -C /OpenROAD-flow-scripts/flow DESIGN_CONFIG=/design/flow/config.mk WORK_HOME=/design/flow/orfs finish
```
==> flow_summary.yaml <==
# synthesis and place-and-route metrics
floorplanning:
  die_x_um: 99.1
  core_um2: 9200
  core_util_floorplan: 0.513
  die_area_um2: 9820
  ios: 93
  die_h_um: 99.1
  rows: 35
place:
  gp_congestion: 0.968
  dp_hpwl_mm: 11.1
  portBuffers: 80
  dpl.cell_count: 687
  pre_cts_ws_ns: 1.68
  placed_area_um2: 5490
sta:
  slew_headroom: 0.321
  period_minus_slack_ns: 6.79
  finalHoldViolCount: 0
  worst_pin_slew_ns: 1.01
  finalSetupTns_ns: 0
  fmaxAchievable_mhz: 147
  rsz0062_at_grt: "no"
  final-setup-viol-count: 0
  setup_ws_ns: 1.71
  slew_violations: 0
  period_used_share: 0.798
  fin_skew_ns: 0.0112
  finalHoldWorstSlack_ns: 0.508
synth:
  async_flop_share: 1.00
  post_synth_most_frequent_cells: "66 x nor2_1, 49 x dfrtp_1, 40 x a31oi_1"
  ys.flop_type: "dfrtp_1"
  yosys_area_um2: 4710
  synth_cell_types: 53
  yosysMostFrequentCell: "nor2_1"
  synth-edff-count: 0
  syn_inst: 530
  largest_area_cell: "dfrtp_1"
  synth_flops: 49
  top_area_frac: 0.260
  synth.area.top_cells: "dfrtp_1 26%, mux4_2 13%, a31oi_1 5.3%, nor2_1 5.3%, mux2i_1 4.7%"
  syn_avg_cell_area_um2: 8.90
  yosysWarnings: 13
  synth.cell_area_um2: 4710
  synth_stat.cells: 530
  ys_seq_share: 0.260
pwr:
  p_leak_nw: 2.16
  powerDensity_nw_per_um2: 98.8
  ir_worst_vdd_uv: 111
  finalPower_mw: 0.551
finish:
  fillCellCount: 764
  fin_cells: 694
  final_core_util: 0.607
  area_growth_syn_to_layout_pct: 18.4
  drive_above_1_share: 0.0926
  fin_area_um2: 5580
cts:
  root_buffer: "clkbuf_8"
  cts_resized: 0
  clk_latency_ns: 0.30
  cts-buffers-inserted: 5
  clock_sinks: 49
  holdBufCountCts: 0
  cts_max_level: 2
  clk_pin_slew_ns: 0.10
  cts_tree: "yes"
  clockBufferDepth: 2
  postCtsSetupBuffers: 0
global_routing:
  grt_max_degree: 51
  grt_usage: 0.312
  overflow: 0
  grt_pass1_vias: 4098
  grt_pass1_wl_mm: 22.5
  antenna_found_initial: 0
run:
  warnings: 47
  maxCapViolCount: 0
route:
  drcViolationCount: 0
  routed-via-count: 4469
  antenna_cells: 0
  ant_nets: 0
  drt_pass1_iterations: 5
  wl_per_cell_um: 20.7
  wirelength_mm: 14.3
  first_iter_violations: 452
  vias_per_cell: 6.44
run_status:
  status: "finished, final reports clean"
min_path:
  hold_path.class: "register to register"
critical_path:
  crit_required_ns: 6.80
  r2r_setup_slack_ns: 5.06
  path_max_fanout: 19
  path_class: "input port to primary output"
  endpoint_kind: "primary output"
  worst_ep_arrival_time_ns: 5.09
  crit_path_start_kind: "input port"
-- sequential cells by signal, indices dropped and copies added, names as in the netlist --
register             count
rd_scoreboard_q         32
instr_inflight           1
commit_scoreboard_q     16
-- where the power goes --
group / total (mW) / internal (mW) / switching, mW
logic: 0.167 / 0.0716 / 0.0957
clock network: 0.143 / 0.0645 / 0.0783
registers: 0.241 / 0.236 / 0.00519
total: 0.551 / 0.372 / 0.179
-- routing by layer --
| metal | wire length, µm | up-vias | track usage |
|---|---|---|---|
| met1 | 6290 | 2125 | 0.489 |
| met5 | 0 | - | 0.0103 |
| met4 | 250 | 0 | 0.0362 |
| met2 | 6300 | 231 | 0.464 |
| met3 | 1490 | 22 | 0.0915 |
| li1 | - | 2091 | - |
-- cells by family after synthesis --
logic type                 count (synthesis)  synth area share
AOI/OAI and AO/OA                        135             0.208
xor gates and xnor gates                  40            0.0743
adders and majority gates                 13            0.0345
buffers and inverters                     68            0.0661
DFF                                       49             0.260
muxes                                     52             0.185
and+or+nand+nor                          173             0.172
-- critical path: stages --
cell and delay, ns:
clkdlybuf4s50_1 1.01, mux4_2 0.59, mux2_2 0.28, a221oi_2 0.29, o41ai_1 0.13, and4b_1 0.33
inv_2 0.08, nor3_1 0.18, clkdlybuf4s50_1 0.49
-- worst paths after layout --
check,start,endpoint,cells after the start
hold reg to reg,instr_inflight,instr_inflight,2
max in group asynchronous,rst_ni,commit_scoreboard_q[0],2
setup / recovery,rd_i[0],xif_mem_valid_o,9
setup reg to reg,rd_scoreboard_q[10],rd_scoreboard_q[22],8
hold / removal,instr_inflight,instr_inflight,2
min in group asynchronous,rst_ni,rd_scoreboard_q[2],2
-- cell usage in the layout (no fill, tap or decap), drive strengths merged, types with 16 or more instances in the layout --
master,netlist,routed
xor2,21,21
a31oi,40,40
nor3,16,16
nand2,38,38
mux4,28,28
clkdlybuf4s50,0,79
xnor2,19,19
a211oi,23,23
nor2,66,66
mux2i,22,22
inv,28,28
dfrtp,49,49
a221oi,22,22
-- layout make-up --
type	instances	area (µm²)	share of cell area
clock buffer	6	82.6	0.0148
clock inverter	1	7.51	0.00134
inverter	28	105	0.0188
multi-input combinational	413	3180	0.570
sequential	49	1230	0.220
tap	111	139	0.0249
timing repair buffer	86	841	0.151
Power and IR drop assume default switching activity.
